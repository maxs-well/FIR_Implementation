**flow/run.sh**
```bash
#!/bin/bash
# OpenROAD 26Q1-2900-gdf79404cd8, Yosys 0.63+post, stock flow scripts
make -C /OpenROAD-flow-scripts/flow DESIGN_CONFIG=/design/flow/config.mk WORK_HOME=/design/flow/orfs finish
```
**flow/config.mk**
```make
export PLATFORM = sky130hd
export DESIGN_NAME = fir_inst
export DESIGN_NICKNAME = fir_inst
export VERILOG_FILES = /design/flow/design.v
export SDC_FILE = /design/flow/constraint.sdc
export NUM_CORES = 4
export LEC_CHECK = 1
export CORE_UTILIZATION = 40
```
**flow/constraint.sdc**
```tcl
current_design fir_inst

set clk_period 28.0
set clk_io_pct 0.2

create_clock -name clk0 -period $clk_period [get_ports {clk}]

set non_clock_inputs [all_inputs -no_clocks]
set_input_delay [expr $clk_period * $clk_io_pct] -clock clk0 $non_clock_inputs
set_output_delay [expr $clk_period * $clk_io_pct] -clock clk0 [all_outputs]
```
**flow/design.v**
```verilog
module fir_base
#(
	parameter DATA_BITS = 16,
	parameter COEF_BITS = 16,
	parameter EXTEND_BITS = 5,
	parameter OUT_BITS = DATA_BITS + COEF_BITS + EXTEND_BITS
)
(
	input							clk			,
	input							rst			,
	input							en			,
	input	signed [DATA_BITS-1:0]	data_in_A	,
	input	signed [DATA_BITS-1:0]	data_in_B	,
	input	signed [COEF_BITS-1:0]	coef		,
	output	reg						fir_busy	,	 
	output	signed 	[OUT_BITS-1:0]	data_out	,
	output	reg						output_vld	
);
reg signed [DATA_BITS + COEF_BITS - 1:0]	data_mult;
wire signed [DATA_BITS:0]	data_in ;
assign data_in = {data_in_A[DATA_BITS-1], data_in_A} + {data_in_B[DATA_BITS-1], data_in_B};
assign data_out = {{EXTEND_BITS{data_mult[DATA_BITS + COEF_BITS - 1]}},data_mult };
always @(posedge clk or posedge rst) begin
	if (rst) begin
		fir_busy	<=	1'b0;
		data_mult	<= 	0 ;
		output_vld	<=	1'b0;
	end
	else if (en) begin
		data_mult	<=	coef != 0 ? data_in * coef : 0;
		output_vld	<=	1'b1;
	end
	else begin
		data_mult	<=	'd0;
		output_vld	<=	1'b0;
	end
end
endmodule
module fir_inst
#(
	parameter DATA_BITS = 16,	 
	parameter COEF_BITS = 16,	 
	parameter EXTEND_BITS = 5,	 
	parameter FIR_ORDER = 72,	 
	parameter OUT_BITS = DATA_BITS + COEF_BITS + EXTEND_BITS	 
)
(
	input							clk				,
	input							rst				,
	input							data_in_vld		,
	input	signed	[DATA_BITS-1:0]	data_in 		,
	output	reg signed[OUT_BITS-1:0]data_out		,
	output	 						data_out_vld	
);
function [15:0] get_coef;
input [7:0] index;
case (index)
0: get_coef = 0;
1: get_coef = 0;
2: get_coef = 2;
3: get_coef = 10;
4: get_coef = 18;
5: get_coef = 18;
6: get_coef = -1;
7: get_coef = -39;
8: get_coef = -83;
9: get_coef = -108;
10: get_coef = -85;
11: get_coef = 0;
12: get_coef = 127;
13: get_coef = 249;
14: get_coef = 296;
15: get_coef = 216;
16: get_coef = -1;
17: get_coef = -295;
18: get_coef = -552;
19: get_coef = -635;
20: get_coef = -450;
21: get_coef = 0;
22: get_coef = 587;
23: get_coef = 1085;
24: get_coef = 1240;
25: get_coef = 877;
26: get_coef = -1;
27: get_coef = -1164;
28: get_coef = -2191;
29: get_coef = -2579;
30: get_coef = -1908;
31: get_coef = 0;
32: get_coef = 2973;
33: get_coef = 6502;
34: get_coef = 9846;
35: get_coef = 12241;
36: get_coef = 13110;
37: get_coef = 12241;
38: get_coef = 9846;
39: get_coef = 6502;
40: get_coef = 2973;
41: get_coef = 0;
42: get_coef = -1908;
43: get_coef = -2579;
44: get_coef = -2191;
45: get_coef = -1164;
46: get_coef = -1;
47: get_coef = 877;
48: get_coef = 1240;
49: get_coef = 1085;
50: get_coef = 587;
51: get_coef = 0;
52: get_coef = -450;
53: get_coef = -635;
54: get_coef = -552;
55: get_coef = -295;
56: get_coef = -1;
57: get_coef = 216;
58: get_coef = 296;
59: get_coef = 249;
60: get_coef = 127;
61: get_coef = 0;
62: get_coef = -85;
63: get_coef = -108;
64: get_coef = -83;
65: get_coef = -39;
66: get_coef = -1;
67: get_coef = 18;
68: get_coef = 18;
69: get_coef = 10;
70: get_coef = 2;
71: get_coef = 0;
72: get_coef = 0;
default: get_coef = 0;
endcase
endfunction
localparam FIR_HALF_ORDER = FIR_ORDER / 2;   
localparam FIR_ADD_ORDER_ONE = (FIR_HALF_ORDER + 3) / 4;  
localparam FIR_ADD_ORDER_TWO = (FIR_ADD_ORDER_ONE + 3) / 4;  
reg signed 	[DATA_BITS-1:0]	data_tmp [FIR_ORDER:0] ;
wire signed [OUT_BITS-1:0]	data_out_tmp [FIR_HALF_ORDER:0] ;
reg signed 	[OUT_BITS-1:0]	dat_out_reg  [FIR_HALF_ORDER+4:0] ; 	 
reg signed [OUT_BITS-1:0]	dat_out_A [FIR_ADD_ORDER_ONE+3:0] ;	 
reg signed [OUT_BITS-1:0]	dat_out_B [FIR_ADD_ORDER_TWO+3:0] ;	 
wire		[FIR_HALF_ORDER:0]	output_vld_tmp;
always @ (posedge clk) begin
	dat_out_reg[FIR_HALF_ORDER+1] = 0;
	dat_out_reg[FIR_HALF_ORDER+2] = 0;
	dat_out_reg[FIR_HALF_ORDER+3] = 0;
	dat_out_reg[FIR_HALF_ORDER+4] = 0;
	dat_out_A[FIR_ADD_ORDER_ONE] = 0;
	dat_out_A[FIR_ADD_ORDER_ONE+1] = 0;
	dat_out_A[FIR_ADD_ORDER_ONE+2] = 0;
	dat_out_A[FIR_ADD_ORDER_ONE+3] = 0;
	dat_out_B[FIR_ADD_ORDER_TWO] = 0;
	dat_out_B[FIR_ADD_ORDER_TWO + 1] = 0;
	dat_out_B[FIR_ADD_ORDER_TWO + 2] = 0;
	dat_out_B[FIR_ADD_ORDER_TWO + 3] = 0;
end
always @(posedge clk or posedge rst) begin
	if (rst) begin
		data_out 	<=	0;
	end
	else if (data_out_vld) begin
		data_out 	<= dat_out_B[0] + dat_out_B[1] + dat_out_B[2] + dat_out_B[3];
	end
end
assign data_out_vld = (&output_vld_tmp[FIR_HALF_ORDER:1] == 1'b1) ? 1'b1 : 1'b0;
always @(posedge clk or posedge rst) begin
	if (rst) begin
		data_tmp[0] <=	0;
		data_tmp[FIR_HALF_ORDER] <= 0;
		data_tmp[FIR_ORDER] <= 0;
	end
	else if (data_in_vld) begin
		data_tmp[0] <=	data_in;
		data_tmp[FIR_HALF_ORDER] <= data_tmp[FIR_HALF_ORDER-1];
		data_tmp[FIR_ORDER]	<=	data_tmp[FIR_ORDER-1];
	end
end
always @(posedge clk or posedge rst) begin
	if (rst) begin
		dat_out_reg[FIR_HALF_ORDER] <= 0;
	end
	else if (output_vld_tmp[FIR_HALF_ORDER]) begin
		dat_out_reg[FIR_HALF_ORDER] <= data_out_tmp[FIR_HALF_ORDER];
	end
end
fir_base 
#(
	.DATA_BITS(DATA_BITS),
	.COEF_BITS(COEF_BITS),
	.EXTEND_BITS(EXTEND_BITS)
	)
fir_inst_FIR_HALF_ORDER(
	.clk		(clk),
	.rst		(rst),
	.en			(data_in_vld),
	.data_in_A	(data_tmp[FIR_HALF_ORDER]),
	.data_in_B	(12'd0),
	.coef		(get_coef(FIR_HALF_ORDER)),
	.fir_busy	(),
	.data_out	(data_out_tmp[FIR_HALF_ORDER]),
	.output_vld	(output_vld_tmp[FIR_HALF_ORDER])
);
generate
	genvar j;
	for (j = 1; j < FIR_HALF_ORDER; j = j + 1)
	begin: fir_base
	always @(posedge clk or posedge rst) begin
	if (rst) begin
		data_tmp[j] <=	0;
		data_tmp[FIR_HALF_ORDER + j] <= 0;
	end
	else if (data_in_vld) begin
		data_tmp[j] <=	data_tmp[j-1];
		data_tmp[FIR_HALF_ORDER + j] <= data_tmp[FIR_HALF_ORDER+j-1];
	end
	end
	fir_base
	#(
	.DATA_BITS(DATA_BITS),
	.COEF_BITS(COEF_BITS),
	.EXTEND_BITS(EXTEND_BITS)
	)
	fir_inst_NORMAL
	(
		.clk		(clk),
		.rst		(rst),
		.en			(data_in_vld),
		.data_in_A	(data_tmp[j]),
		.data_in_B	(data_tmp[FIR_ORDER-j]),
		.coef		(get_coef(j)),
		.fir_busy	(),
		.data_out	(data_out_tmp[j]),
		.output_vld	(output_vld_tmp[j])
	);
	always @(posedge clk or posedge rst) begin
		if (rst) begin
			dat_out_reg[j] <= 0;
		end
		else if (output_vld_tmp[j]) begin
			dat_out_reg[j] <= data_out_tmp[j];
		end
	end
	if (j <= FIR_ADD_ORDER_ONE)
	begin
		always @(posedge clk or posedge rst) begin
			if (rst) begin
				dat_out_A[j-1] <= 0;
			end
			else begin
				dat_out_A[j-1] <= dat_out_reg[4*j-3] + dat_out_reg[4*j-2] + dat_out_reg[4*j-1] + dat_out_reg[4*j];
			end
		end
	end
	if (j <= FIR_ADD_ORDER_TWO)
	begin
		always @(posedge clk or posedge rst) begin
			if (rst) begin
				dat_out_B[j-1] <= 0;
			end
			else begin
				dat_out_B[j-1] <= dat_out_A[4*j - 4] + dat_out_A[4*j- 3] + dat_out_A[4*j - 2] + dat_out_A[4*j - 1];
			end
		end
	end
end	
endgenerate
endmodule 
```
==> summary.txt <==
This note records the results obtained with Yosys and OpenROAD.

CTS
CTS saw ~3300 sinks. The report puts the hold buffer count at CTS at 0. The root cell of the clock tree is sky130_fd_sc_hd__clkbuf_16. Post-CTS timing repair inserted 0 buffers for setup. In this run, post-CTS repair resized a total of 0 instances. The CTS tree is yes.

Per the CTS log, the buffer count on the longest clock path is 4. The clock slew seen by the registers of the worst setup and hold paths is 0.06 ns. The CTS H-tree depth is 5. The number of buffers created by CTS is 363. The clock latency of the later-clocked register in the worst-skew pair is between 1 and 1.5 ns.

Final timing
Counting pins that exceed their max-slew limit in the final report gives 0. Setup repair after global routing left no endpoint under its margin. The setup clock skew after layout is ~0.070 ns. The count of endpoints failing hold in the final timing report is 0. The slack of the critical path is 17.73 ns.

The maximum clock rate is 97.33 MHz. The minimum clock period after layout is a little over 10 ns. The post-route setup TNS is 0 ns. The worst-case headroom to the max-slew limit is 0.2801. Of the available clock period, the critical path in the final layout requires 0.3670. The total setup violations reported at the end of the flow is 0. The slew of the pin with the lowest slew margin is 1.072 ns.

Worst setup path
The critical path launch point type is a primary input. The highest fanout seen on the critical path is 57. In the setup report, the worst path falls into the class primary input to asynchronous set/reset pin. The launch point of the worst register-to-register path is recorded as data_tmp[34][0]. For the worst setup path, the data arrival time is 11.31 ns. OpenSTA lists the critical path startpoint as rst. The critical path endpoint has a required time of between 20 and 30 ns. The element type at the critical path end is an asynchronous set/reset pin.

Yosys
The warning count from the yosys run is 10. The synthesized chip area reported by yosys is ~250000 sq um. The synthesized design contains 3307 register bits. Dividing the synthesized area by the synthesized cell count gives 11.36 sq um. The number of synthesized flops with an enable pin is 0.

The netlist uses 99 different library cells. The share of async-settable or async-resettable flops after synthesis is 1.000. Of the synthesized area, sequential elements account for 0.3370. Yosys stat counts 21620 cells in the synthesized netlist. The mapped netlist covers 245600 sq um. The number of instances in the synthesized netlist is 21620. The synthesis report names the predominant flop master as sky130_fd_sc_hd__dfrtp_1.

Placed design
The port buffer count is 56. The detailed-placement wirelength estimate is around 490 mm. The total placed cells including tap cells is 29660. The total cell area at the placement stage is 257000 sq um. The worst slack after detailed placement is 16.39 ns.

After its last routability iteration, the placer logged a weighted congestion of 0.9425.

Die
After floorplanning, the die was sized to cover 617100 sq um. The horizontal die dimension is around 790 um. The die extent in y is approximately 790 um. Per the OpenROAD floorplan log, the area of the core is 611200 sq um. For reference, the placement row count at floorplan is 287.

The effective utilization at floorplan is 0.4018. During I/O placement, the number of pins put on the boundary was 57.

Final layout
The register with the most flip-flops in the layout has 1136 of them. The final-layout fill cell count is 55630. Between the synthesized netlist and the finished layout, the area growth was recorded as 9.938%. The share of post-route cells with drive strength above 1 is 0.1331.

The count of cells in the finished layout, fillers not included, comes to 30340. Summing all non-filler instances in the final layout gives an area of 270000 sq um.

GRT
The first global-routing pass estimated 940.3 mm of wire. Summed over all layers, the global routing overflow is 0. The number of antenna violations at the first check in global routing was 25. The number of global-route vias before repair is roughly 160k. The largest net degree at the start of global routing is 125. The global-route usage over all layers is 0.2079.

Routing
Once detail routing completed, the nets flagged for antenna violations numbered 0. The total detailed-routing wirelength is approximately 600 mm. After the first detailed-routing iteration, the DRC count stood at 7915. The routed layout has 152600 vias.

The routed design shows a via density per instance of 5.030. TritonRoute reported its final design rule violation total as 0. The first-pass detailed-route iteration total is 5. The average routed wire per standard cell is 19.69 um.

Min path
The path class of the lowest-slack min-delay path is register to register. The worst min-delay path startpoint is dat_out_A[8][0].

Run
Per the run summary, max-cap violations total 0. The number of warnings in the stage logs is 158.

Status
The run finished with clean final reports.
metal layers:
layer  routed length, um  track usage  vias to the layer above
met4               13060      0.03541                       14
li1                    -            -                    73560
met1              268000       0.3126                    75470
met2              260000       0.3000                     2990
met3               56330      0.08323                      591
met5                  99    0.0002329                        -
kinds of logic (layout without fill, tap and decap cells):
family                   Yosys count  in the layout  share of synthesized area
XOR/XNOR                        1325           1325                    0.04741
multiplexers                    1944           1944                    0.08896
flip-flops                      3307           3307                     0.3370
other                              2             12                 0.00003058
adder cells (fa/ha/maj)         5133           5133                     0.3263
AND/OR/NAND/NOR                 3416           3416                    0.06646
AND-OR/OR-AND                   3153           3153                    0.08271
buffers and inverters           3342           3957                    0.05113
layout by cell type, fill, tap and decap left out, types with 112 or more instances in the layout:
master                         n
sky130_fd_sc_hd__dfrtp_1    3306
sky130_fd_sc_hd__ha_1       3006
sky130_fd_sc_hd__inv_1      2946
sky130_fd_sc_hd__fa_1       2122
sky130_fd_sc_hd__mux2_2     1908
sky130_fd_sc_hd__nor2_1     1115
sky130_fd_sc_hd__a21oi_1     915
sky130_fd_sc_hd__xnor2_1     871
sky130_fd_sc_hd__nand2_1     684
sky130_fd_sc_hd__o21ai_0     669
sky130_fd_sc_hd__xor2_1      445
sky130_fd_sc_hd__a21o_1      390
sky130_fd_sc_hd__clkbuf_16   366
sky130_fd_sc_hd__nor3_1      340
sky130_fd_sc_hd__buf_4       276
sky130_fd_sc_hd__nand3_1     224
sky130_fd_sc_hd__and2_1      224
sky130_fd_sc_hd__nor2b_1     196
sky130_fd_sc_hd__o21a_1      193
sky130_fd_sc_hd__o21bai_1    179
sky130_fd_sc_hd__nand2b_1    171
sky130_fd_sc_hd__and3_1      138
sky130_fd_sc_hd__a211oi_1    127
sky130_fd_sc_hd__a31oi_1     115
sky130_fd_sc_hd__or3_1       112
layout make-up:
type / count / area (sq um) / area share
multi-input combinational: 14970 / 150300 / 0.5567
tap: 8092 / 10120 / 0.03750
clock inverter: 169 / 2490 / 0.009222
antenna: 9 / 22.52 / 0.00008342
sequential: 3307 / 82760 / 0.3065
clock buffer: 498 / 10440 / 0.03865
inverter: 2953 / 11100 / 0.04110
timing repair buffer: 337 / 2750 / 0.01019
synth_stat cells (340+ instances only):
cell | n | area, sq um
sky130_fd_sc_hd__xnor2_1 | 875 | 7664
sky130_fd_sc_hd__ha_1 | 3006 | 37610
sky130_fd_sc_hd__a21o_1 | 390 | 2928
sky130_fd_sc_hd__nor3_1 | 340 | 1702
sky130_fd_sc_hd__mux2_2 | 1908 | 21490
sky130_fd_sc_hd__fa_1 | 2122 | 42480
sky130_fd_sc_hd__o21ai_0 | 669 | 3348
sky130_fd_sc_hd__nor2_1 | 1115 | 4185
sky130_fd_sc_hd__xor2_1 | 445 | 3897
sky130_fd_sc_hd__clkbuf_1 | 359 | 1348
sky130_fd_sc_hd__nand2_1 | 684 | 2567
sky130_fd_sc_hd__a21oi_1 | 915 | 4579
sky130_fd_sc_hd__inv_1 | 2948 | 11070
sky130_fd_sc_hd__dfrtp_1 | 3307 | 82750
through the flow:
stage | hold WS (ns) | util
floorplan | 0.3312 | -
global placement | 0.3331 | 0.4206
detailed placement | 0.3347 | 0.4206
CTS | 0.3482 | 0.4417
global route | 0.3473 | 0.4417
finish | 0.3427 | 0.4417
worst paths after layout:
path                                                         endpoint  slack (ns)  cells after the start
min in group asynchronous                             data_tmp[37][8]        5.25                      2
max reg2reg                fir_base[34].fir_inst_NORMAL.data_mult[30]       19.19                     32
min reg2reg                                           dat_out_B[2][0]        0.34                      0
min                                                   dat_out_B[2][0]        0.34                      0
max in group clk0                                    data_tmp[52][14]       18.33                      8
max                                                   data_tmp[64][2]       17.73                      9
worst max-delay path, stage by stage:
cell and delay (ns):
sky130_fd_sc_hd__clkdlybuf4s50_1 0.57, sky130_fd_sc_hd__clkinvlp_4 0.54, sky130_fd_sc_hd__buf_4 0.65, sky130_fd_sc_hd__buf_4 0.50, sky130_fd_sc_hd__buf_4 0.62, sky130_fd_sc_hd__buf_4 0.68
sky130_fd_sc_hd__buf_4 0.61, sky130_fd_sc_hd__buf_4 0.62, sky130_fd_sc_hd__buf_4 0.65
